===== design/flow/run.sh =====
#!/bin/bash
# OpenROAD 26Q1-2900-gdf79404cd8, Yosys 0.63+post, stock flow scripts
make -C /OpenROAD-flow-scripts/flow DESIGN_CONFIG=/design/flow/config.mk WORK_HOME=/design/flow/orfs finish

===== design/flow/config.mk =====
export PLATFORM = sky130hd
export DESIGN_NAME = forwarding_unit
export DESIGN_NICKNAME = forwarding_unit
export VERILOG_FILES = /design/flow/design.v
export SDC_FILE = /design/flow/constraint.sdc
export NUM_CORES = 4
export LEC_CHECK = 1
export CORE_AREA = 10 10 70 70
export DIE_AREA = 0 0 80 80

===== design/flow/constraint.sdc =====
current_design forwarding_unit

set clk_period 1.3
set clk_io_pct 0.2

create_clock -name clk0 -period $clk_period [get_ports {clk}]

set non_clock_inputs [all_inputs -no_clocks]
set_input_delay [expr $clk_period * $clk_io_pct] -clock clk0 $non_clock_inputs
set_output_delay [expr $clk_period * $clk_io_pct] -clock clk0 [all_outputs]

===== design/flow/design.v =====
module comparator(input [4:0] A, B, output C );
	wire [4:0] xnor_out;
	xnor(xnor_out[0], A[0], B[0]);
	xnor(xnor_out[1], A[1], B[1]);
	xnor(xnor_out[2], A[2], B[2]);
	xnor(xnor_out[3], A[3], B[3]);
	xnor(xnor_out[4], A[4], B[4]);
	assign C=xnor_out[0]&xnor_out[1]&xnor_out[2]&xnor_out[3]&xnor_out[4];
endmodule
module forwarding_unit(input [4:0] Rd_mem, Rd_wb, Rs, Rt, output reg [1:0] Aout, Bout, input clk);
	wire Rs_mem, Rt_mem, Rs_wb, Rt_wb;
	wire negRs_mem, negRt_mem;
	wire [1:0] A, B;
	comparator compRs_mem(Rs[4:0], Rd_mem[4:0], Rs_mem);
	comparator compRs_wb(Rs[4:0], Rd_wb[4:0], Rs_wb);
	comparator compRt_mem(Rt[4:0], Rd_mem[4:0], Rt_mem);
	comparator compRt_wb(Rt[4:0], Rd_wb[4:0], Rt_wb);
	not(negRs_mem, Rs_mem);
	assign A[0]= negRs_mem & Rs_wb;
	assign A[1]= Rs_mem;
	not(negRt_mem, Rt_mem);
	assign B[0]= negRt_mem & Rt_wb;
	assign B[1]= Rt_mem;
	always@(negedge clk)
	begin
		case(A[1:0])
		2'b00: Aout<= 2'b00;
		2'b01: Aout<= 2'b01;
		2'b10: Aout<= 2'b10;
		2'b11: Aout<= 2'b11;
		default: Aout<= 2'b00;
		endcase
	end
	always@(negedge clk)
	begin
		case(B[1:0])
		2'b00: Bout<= 2'b00;
		2'b01: Bout<= 2'b01;
		2'b10: Bout<= 2'b10;
		2'b11: Bout<= 2'b11;
		default: Bout<= 2'b00;
		endcase
	end
endmodule
module tb_forwarding_unit();
reg [4:0] Rd_mem, Rd_wb, Rs, Rt; 
wire [1:0] A, B;
forwarding_unit fwunt(Rd_mem[4:0], Rd_wb[4:0], Rs[4:0], Rt[4:0], A[1:0], B[1:0]);
initial  begin
		Rd_mem=5'b00000;
		Rd_wb=5'b00000;
		Rs=5'b00001;
		Rt=5'b00010;
	#10
		Rd_mem=5'b00000;
		Rd_wb=5'b00000;
		Rs=5'b00001;
		Rt=5'b00010;
	#10
		Rd_mem=5'b00000;
		Rd_wb=5'b00001;
		Rs=5'b00001;
		Rt=5'b00010;
	#10
		Rd_mem=5'b00000;
		Rd_wb=5'b00010;
		Rs=5'b00001;
		Rt=5'b00010;
	#10
		Rd_mem=5'b00001;
		Rd_wb=5'b00000;
		Rs=5'b00001;
		Rt=5'b00010;
	#10
		Rd_mem=5'b00010;
		Rd_wb=5'b00000;
		Rs=5'b00001;
		Rt=5'b00010;
end
endmodule

==> impl.org <==
#+TITLE: Physical design notes

** Final layout
- Register area :: 82.6 um^2
- Filler cell count :: 378
- The finished cells cover 798 um^2.
- Share of post-route cells with drive strength above 1 :: 0.671
- Utilization after layout :: 0.234
- The multi-input combinational cells in the finished layout cover a total of 347 um^2.
- Leading cell type in the layout, fill and taps excluded :: sky130_fd_sc_hd__buf_6
- Area growth, synth to finish :: 141%
- In the layout the commonest cells are 10 x sky130_fd_sc_hd__buf_6, 9 x sky130_fd_sc_hd__xor2_1, 8 x sky130_fd_sc_hd__xnor2_2, 8 x sky130_fd_sc_hd__buf_2, 6 x sky130_fd_sc_hd__buf_4.

** GRT
- The initial antenna violation count came to 0.
- First-pass GRT wire length :: 1.99 mm
- Vias in the first global route :: 492
- Aggregate global-route resource usage :: 0.0377
- Total gr overflow :: 0
- Entering global routing, the biggest net connects 3 pins.

** Final timing
- Total setup violations reported at the end of the flow :: 6
- Max Transition Viols Final :: 0
- For the final routed database, the setup TNS stands at -1.24 ns.
- Worst setup slack after layout :: -0.303 ns
- Pin slew with the least headroom to its limit :: 0.169 ns
- Hold-check failures listed in the final report amount to 0.
- Max-slew headroom at the worst pin :: 0.887
- Setup repair after global routing missed its margin :: yes

** Synthesis
- Number of cell instances after yosys synthesis :: 37
- Synthesis produced 37 cells.
- The portion of synthesized area spent on multiplexers is 0.
- The synthesized netlist occupies a cell area of 332 um^2.
- Yosys xor share :: 0.528
- Average size of a mapped cell :: 8.96 um^2
- Per the synthesis report, the simple-gate share of the synthesized area is 0.158.
- Counting flops and latches in the post-synthesis netlist gives 4.
- Yosys Warn Count :: 1
- By area, the combinational part of the netlist is dominated by XOR/XNOR gates.
- Chip area line of the yosys report :: 332 um^2
- Synth Area in Compound Gates :: 0.0604
- Of the synthesized area, sequential elements account for 0.242.
- Adder Area Share :: 0
- Synth cell types :: 9

** Placed design
- The congestion estimate from routability-driven global placement came to 0.801.
- IO buf count :: 24
- For this run the detailed placement stage logged an HPWL of 1.07 mm.
- In this run the cell area measured after placement is 719 um^2.
- Logged for this run, the post-placement worst setup slack is -0.759 ns.

** Routing
- Routed wire length per instance :: 10.2 um
- Diodes inserted :: 0
- The count of nets left with antenna violations once routing finished came out at 0.
- Sum of routed wire length over all layers :: 1.21 mm
- Detailed-route DRC error count :: 0
- In this run, the number of DRC markers left after iteration 0 of detailed routing was 10.
- In the routed layout, each cell is associated on average with a via count of 3.05.
- Number of search-and-repair iterations in the first detailed-routing pass :: 4
- For this block, the via count after detailed routing is 363.

** Worst setup path
- Together, buffers and inverters on the worst path number 1.
- Critical path arrival :: 1.34 ns
- The critical path in this run is classified as register to output port.
- The largest individual stage delay along the critical path comes from the cell sky130_fd_sc_hd__dfxtp_2.
- Nature of the critical path startpoint :: register
- The cell sequence reported for the critical path is buf_2.
- Worst Setup End Kind :: output port
- Among cell families on the critical path, the largest total delay comes from flip-flops.
- According to the timing report, the data required time at the worst endpoint equals 1.04 ns.
- Along the worst path, the maximum fanout reaches 1.
- Stage delay of the slowest cell on the critical path :: 0.30 ns

** Pwr
- The power report attributes to the combinational group a share of 0.398.
- Internal power comes to 0.000387 W.
- Power per cell area :: 690 mW/mm^2
- Summed over all cells, the static leakage comes to 0.389 nW.
- After layout, the design draws a total of 0.000551 W.
- In this run the VDD rail shows a maximum IR drop of 0.000225 V.
- Proportion of power drawn by flip-flops and latches :: 0.235
- Clk pwr share :: 0.367
- Switching power summed over all nets :: 0.000164 W
- Of the total power, the share spent switching nets is 0.298.

** Flow run
- Tool warnings :: 32
- Across the run, the number of max-cap violations was 0.

** Die
- Total core area :: 0.00342 mm^2
- Die Wd :: 80 um
- The die covers 0.00640 mm^2.
- From bottom edge to top edge, the die measures 80 um.
- Top-level port count :: 25
- FP Rows :: 21
- Starting density of the core :: 0.0971

** Clock tree
- Max H-tree Level :: 1
- Root buffer cell :: sky130_fd_sc_hd__clkbuf_4
- Per the repair_timing log after CTS, setup buffers inserted total 0.
- The clock net in this run drives a total of 4 sinks.
- The clock passes through at most 2 buffers.
- CTS Buf Count :: 3
- Clock tree from TritonCTS :: done
- On the worst setup and hold paths after CTS, the clock-pin slew comes to 0.03 ns.

** Status
- The final reports fail on negative setup slack.
- The flow ran to the end, but the final reports show violations.

** Hold path
- Worst hold path type :: input port to register
-- through the flow --
| stage | std cells | hold WS [ns] |
|---|---|---|
| after floorplan | 37 | 1.09 |
| after global placement | 113 | 1.60 |
| after detailed placement | 113 | 1.60 |
| after CTS | 119 | 0.993 |
| after global routing | 119 | 1.03 |
| final | 119 | 1.00 |
-- path summary, 6_finish.rpt --
| path | start | to | slack [ns] | depth (start not counted) |
|---|---|---|---|---|
| setup / recovery | Bout[1] | Bout[1] | -0.30 | 1 |
| hold / removal | Rs[3] | Aout[0] | 1.0 | 4 |
-- power groups by stage --
stage	clock (W)	sequential, W	combinational (W)
CTS	0.000218	0.000129	0.000198
global route	0.000224	0.000130	0.000238
finish	0.000202	0.000129	0.000219
-- layout make-up --
cell class / count / area share
multi-input cells: 32 / 0.434
repair buffers: 30 / 0.343
flip-flops and latches: 4 / 0.103
well taps: 46 / 0.0721
clock buffers: 3 / 0.0282
clock inverters: 4 / 0.0188
-- metal layers --
metal	vias up	wire length [um]	GRT usage
li1	191	-	-
met4	0	36	0.0176
met2	17	580	0.0626
met5	-	0	0
met3	4	61	0.0102
met1	151	536	0.0437
-- kinds of logic after synthesis --
logic type,count (synthesis)
buf+inv,1
flops,4
xor+xnor,20
compound gates,2
simple gates,10
-- synth_stat cells --
master,number,area share
sky130_fd_sc_hd__dfxtp_1,4,0.24
sky130_fd_sc_hd__inv_1,1,0.011
sky130_fd_sc_hd__nand2_1,2,0.023
sky130_fd_sc_hd__nand3_1,2,0.030
sky130_fd_sc_hd__nor2_1,4,0.045
sky130_fd_sc_hd__nor3_2,2,0.060
sky130_fd_sc_hd__o211a_1,2,0.060
sky130_fd_sc_hd__xnor2_1,10,0.26
sky130_fd_sc_hd__xor2_1,10,0.26
-- sequential cells by signal, indices dropped and copies added, names as in the netlist --
register / flops
Aout: 2
Bout: 2
-- timing repair --
item                       4_1_cts  5_1_grt
pin swaps                       24       12
hold buffers                     0        0
resized                        112       18
setup endpoints to repair        8        8
Power and IR drop assume default switching activity.
