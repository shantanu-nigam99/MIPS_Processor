**/design/flow/run.sh**
```bash
#!/bin/bash
# OpenROAD 26Q1-2900-gdf79404cd8, Yosys 0.63+post, stock flow scripts
make -C /OpenROAD-flow-scripts/flow DESIGN_CONFIG=/design/flow/config.mk WORK_HOME=/design/flow/orfs finish
```
**/design/flow/design.v**
```verilog
module pc(input reg clk, rst ,input [31:0] pcin, output [31:0] pcout);
	reg [31:0] pcmem;
	initial pcmem<=32'd0;
	always@(posedge clk, posedge rst)
	if(rst)
		pcmem<=32'd0;
	else	
	begin
		pcmem<=pcin;
	end
	assign pcout = pcmem;
endmodule
```
**/design/flow/constraint.sdc**
```tcl
current_design pc

set clk_period 1.0
set clk_io_pct 0.2

create_clock -name clk0 -period $clk_period [get_ports {clk}]

set non_clock_inputs [all_inputs -no_clocks]
set_input_delay [expr $clk_period * $clk_io_pct] -clock clk0 $non_clock_inputs
set_output_delay [expr $clk_period * $clk_io_pct] -clock clk0 [all_outputs]
```
**/design/flow/config.mk**
```make
export PLATFORM = sky130hd
export DESIGN_NAME = pc
export DESIGN_NICKNAME = pc
export VERILOG_FILES = /design/flow/design.v
export SDC_FILE = /design/flow/constraint.sdc
export NUM_CORES = 4
export LEC_CHECK = 1
export CORE_AREA = 10 10 85 85
export DIE_AREA = 0 0 95 95
```
==> results.json <==
{
  "regMostFlops": "pcmem",
  "synth_chip_area_um2": 804.5,
  "yosysWarningCount": 1,
  "ys_sh_xor_pct": 0,
  "start_kind": "register",
  "worstPathMaxFanout": 1,
  "numPortBuffers": 65,
  "nFillCells": 570,
  "path_class": "reg2out",
  "status": "completed",
  "largest_registers": "pcmem: 32 flops",
  "grt_pass1_wl_mm": 3.781,
  "first_pass_iters": 2,
  "period_used_pct": 96.15,
  "regArea_um2": 800.8,
  "dieArea_um2": 9025,
  "ys_cells": 33,
  "antenna_cells": 0,
  "met3_length_um": 457,
  "grt_max_degree": 13,
  "synth_area_um2": 804.5,
  "netlist_instances": 33,
  "crit_arrival_ps": 760,
  "route.layer.met1.wl_um": 856,
  "period_needed_ps": 961.5,
  "drc": 0,
  "mi_logic_area_um2": 0,
  "cts_root_buf": "clkbuf_8",
  "setup_violations": 0,
  "final_util_pct": 27.41,
  "clkTransAtPathRegs_ps": 70,
  "warnings": 25,
  "critical_path_required_ps": 800,
  "grt_setup_unrepaired": "no",
  "crit_cells": 1,
  "synth-seq-cells": 32,
  "grt_pass1_vias": 643,
  "cpPeakStageDelay_ps": 370,
  "track_usage_pct": 5.536,
  "cts_tree": "built",
  "vias": 555,
  "critPathSlowestCell": "dfrtp_1",
  "top_logic_kind": "buffers and inverters",
  "cts.path.max_buffers": 2,
  "leakage_nw": 0.6986,
  "syn_to_final_growth_pct": 86.47,
  "crit_family": "flip-flops",
  "drv_cap": 0,
  "yosys.area_share.adder_pct": 0,
  "endpoint_kind": "output pin",
  "powerDensity_nw_per_um2": 1725,
  "tightestPinTransition_ps": 154.5,
  "cts_hold_buffers": 0,
  "initCoreUtil_pct": 14.70,
  "aoi_share_pct": 0,
  "ys_seq_share_pct": 99.53,
  "hp-class": "in2async",
  "peakVddDrop_v": 0.0005386,
  "final_cells": 181,
  "power.total_w": 0.002588,
  "die_w_um": 95,
  "muxShareOfSynthArea_pct": 0,
  "io_pins": 66,
  "numCtsBuffers": 5,
  "die_h_um": 95,
  "antenna_left": 0,
  "highest_layer": "met4",
  "critPathBufInv": 1,
  "num_rows": 27,
  "dp.cells": 173,
  "dp_hpwl_mm": 2.072,
  "fmax_mhz": 1040,
  "synth.distinct_cells": 2,
  "antenna_found_initial": 1,
  "maxSlewHeadroom_pct": 89.70,
  "gr-total-overflow": 0,
  "hold_viol_final": 0,
  "largest_reg_flops": 32,
  "cts_setup_buffers": 0,
  "cp_cell_sequence": "buf_2",
  "setup-tns-final_ps": 0,
  "nMultiInputCombCells": 0,
  "wl_per_cell_um": 13.88,
  "cts_max_level": 2,
  "vias_per_cell": 3.066,
  "report.final.slew_viol_count": 0,
  "gp_congestion": 0.6946,
  "syn_area_per_cell_um2": 24.38,
  "whs_ps": 280.9,
  "coreArea_um2": 5473,
  "dr.first_iter.drc_count": 1,
  "cts_sinks": 32,
  "drive_gt1_share_pct": 39.45,
  "drt_wl_total_mm": 2.512,
  "wl_met2_mm": 1.137,
  "synth_simple_gate_area_share_pct": 0
}
## per-layer routing
metal | vias to the layer above | GRT usage, %
met5 | - | 0
met4 | 0 | 1.247
met3 | 6 | 4.888
met2 | 40 | 8.066
met1 | 262 | 5.954
li1 | 247 | -
## cells in the final DEF, fill, tap and decap left out
master           instances
buf_2                   32
buf_4                    3
clkbuf_8                 6
clkdlybuf4s50_1         33
clkinv_2                 2
dfrtp_1                 32
inv_1                    1
## power by group
group / total, W / leakage, nW / internal, W / switching [W]
clock network: 0.00100 / 0.0510 / 0.000548 / 0.000453
logic: 0.000214 / 0.275 / 0.000160 / 0.0000542
registers: 0.00137 / 0.373 / 0.00136 / 0.0000135
## metrics by stage
| step | instance area, um^2 | setup WS [ps] |
|---|---|---|
| finish | 1500 | 38.53 |
| global route | 1500 | 3.283 |
| CTS | 1500 | 13.49 |
| detailed placement | 1568 | 4.279 |
| global placement | 1568 | 24.49 |
| floorplan | 804.5 | 109.2 |
## worst paths after layout
check,end,from
max,pcout[10],pcmem[10]$_DFF_PP0_
min,pcmem[24]$_DFF_PP0_,rst
max in group asynchronous,pcmem[18]$_DFF_PP0_,rst
min in group clk0,pcmem[8]$_DFF_PP0_,pcin[8]
## cells by family (layout without fill, tap and decap cells)
group,after synthesis,in the layout
buffers and inverters,1,77
flip-flops,32,32
## final cells by class
| class | count | area share [%] |
|---|---|---|
| Clock buffer | 6 | 5.505 |
| Tap cell | 72 | 6.005 |
| Timing Repair Buffer | 68 | 34.20 |
| Sequential cell | 32 | 53.38 |
| Inverter | 1 | 0.2502 |
| Clock inverter | 2 | 0.6672 |
## Yosys cell counts, drive strengths merged
cell,count,area [um^2]
dfrtp,32,800.8
inv,1,3.750
## what timing repair did
item                                   4_1_cts  5_1_grt
endpoints found under the hold margin        0        0
setup endpoints to repair                   32        0
gates resized                               96        0
Power is estimated from default activity; no workload was simulated.
