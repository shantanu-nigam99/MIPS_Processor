--- design.v ---
module mux32(input [31:0] in0, in1, input sel, output [31:0] out );
assign out[31:0]=sel?in1[31:0]:in0[31:0];
endmodule
module mux32_4x1(input [31:0] in0, in1, in2, in3, input [1:0] sel, output [31:0] out );
assign out[31:0]=sel[0]?(sel[1]?in3[31:0]:in1[31:0]):(sel[1]?in2[31:0]:in0[31:0]);
endmodule
module tb_mux32_4x1();
reg[31:0] in0, in1, in2, in3;
reg[1:0] sel;
wire[31:0] out;
mux32_4x1 mux1(in0[31:0], in1[31:0], in2[31:0], in3[31:0], sel[1:0], out[31:0]);
initial begin
	in0=32'd10;
	in1=32'd11;
	in2=32'd12;
	in3=32'd14;
	sel=2'd0;
	#10 sel=2'd1;
	#10 sel= 2'd2;
	#10 sel= 2'd3;
end
endmodule
--- run.sh ---
#!/bin/bash
# OpenROAD 26Q1-2900-gdf79404cd8, Yosys 0.63+post, stock flow scripts
make -C /OpenROAD-flow-scripts/flow DESIGN_CONFIG=/design/flow/config.mk WORK_HOME=/design/flow/orfs finish
--- config.mk ---
export PLATFORM = sky130hd
export DESIGN_NAME = mux32_4x1
export DESIGN_NICKNAME = mux32_4x1
export VERILOG_FILES = /design/flow/design.v
export SDC_FILE = /design/flow/constraint.sdc
export NUM_CORES = 4
export LEC_CHECK = 1
export CORE_AREA = 10 10 84 84
export DIE_AREA = 0 0 94 94
--- constraint.sdc ---
current_design mux32_4x1

set clk_period 1.1
set clk_io_pct 0.2

create_clock -name clk0 -period $clk_period

set non_clock_inputs [all_inputs -no_clocks]
set_input_delay [expr $clk_period * $clk_io_pct] -clock clk0 $non_clock_inputs
set_output_delay [expr $clk_period * $clk_io_pct] -clock clk0 [all_outputs]
==> reports/qor.yml <==
status:
  status: "finished, violations left"
  violations: "negative setup slack"
final_layout:
  drive_gt1_frac: 0.376
  logic_area_um2: 721
  fillerInstances: 543
  final_layout_top_logic_cell: "dlygate4sd2_1"
  area_growth_pct: 193
  nFlopsAndLatches: 0
  ff_latch_area_um2: 0
  clock_buffers: 0
  layout_top_cells: "dlygate4sd2_1 (124), mux4_2 (32), buf_2 (31)"
  final_util: 0.458
logic_synthesis:
  yosys_cells: 39
  synth_cells: 39
  synth_area_um2: 815
  ys_seq_share: 0
  synth-area-yosys_um2: 815
  ys_types: 5
  syn_area_per_cell_um2: 20.9
  ys_warn_count: 0
setup_path:
  cp_cell_sequence: "buf_16 -> clkbuf_16 -> mux4_2 -> buf_2"
  critical_path_required_ns: 0.88
  critPathMaxFanout: 8
  slowest_delay_ns: 0.48
  critical_path_arrival_ns: 1.14
  crit_type: "primary input to output pin"
  worstSetupEndpointType: "output pin"
  start_kind: "primary input"
  cp.buffers_inverters: 3
  cpMaxStageDelayCell: "mux4_2"
  cp_top_family: "multiplexers"
pwr:
  switching_share: 0.263
  pwr-share-seq: 0
  p_int_mw: 0.591
  power_frac_clock: 0
  p_switching_mw: 0.211
  vdd_ir_drop_max_mv: 0.161
  powerDensity_mw_per_mm2: 337
  combPwrFrac: 1.000
  p_leak_nw: 1.14
detailed_routing:
  ant_nets: 0
  drt_wl_total_mm: 6.72
  wl_per_cell_um: 24.3
  first_pass_iters: 4
  drc_errors: 0
  via_per_inst: 4.44
  drt_iter0_markers: 13
  vias: 1230
final_timing:
  finalHoldViolCount: 0
  tns_ns: -7.32
  maxSlewHeadroom: 0.930
  final.min_clock_period_ns: 1.36
  setup_violations: 32
  worst_slew_pin_slew_ns: 0.105
  drv_slew: 0
  rsz0062_at_grt: "true"
  fin_crit_sh: 1.23
  fmax_mhz: 737
  setup_slack_ns: -0.257
grt:
  grtUsageTotal: 0.145
  grt_pass1_vias: 1420
  grt-ovfl-total: 0
  antenna_found_initial: 3
  grt_pass1_wl_mm: 9.37
  grt_max_degree: 17
run:
  max-cap-violations: 0
  warnings: 35
placement:
  io_buffers: 162
  gp_congestion: 0.818
  dpl.hpwl_mm: 5.72
floorplan:
  core.rowCount: 26
  die-height_um: 94
  io_pins: 162
  die-width_um: 94
  core_area_mm2: 0.00520
  die_area_mm2: 0.00884
  initial_utilization: 0.156
clock_tree:
  cts_hold_buffers: 0
worst_hold_path:
  min_from: "in1[31]"
  whs_endpoint: "out[31]"
  hold_class: "primary input to output pin"
  min_path_cells: 3
synthesized netlist by cell type, drive strengths merged:
master / number / share of area
mux4: 32 / 0.89
buf: 7 / 0.11
per-layer routing:
| metal | global-route usage | vias up | part of all wire |
|---|---|---|---|
| met5 | 0 | - | 0.0019 |
| met4 | 0.00253 | 2 | 0.0021 |
| met3 | 0.0630 | 4 | 0.11 |
| met2 | 0.268 | 80 | 0.57 |
| met1 | 0.156 | 595 | 0.32 |
| li1 | - | 549 | - |
worst max path at each step:
stage | startpoint | endpoint | slack, ns | cells past startpoint
CTS | sel[1] | out[2] | -0.27 | 4
global route | sel[1] | out[3] | -0.28 | 4
finish | sel[1] | out[30] | -0.26 | 4
power by group through the flow:
stage	logic [mW]	registers (mW)	clock network (mW)
5_1_grt	0.865	0	0.000000121
6_report	0.802	0	0.000000243
4_1_cts	0.808	0	0
cell families (layout without fill, tap and decap cells):
| kind of cell | Yosys count | in the layout | synth area share |
|---|---|---|---|
| multiplexers | 32 | 32 | 0.894 |
| buffers and inverters | 7 | 173 | 0.106 |
| other | 0 | 2 | 0 |
per-stage QoR:
stage               cell area, um^2  setup slack (ns)  std cells  hold slack, ns  power, mW
floorplan                       823           -0.0316         39           0.526      0.261
global placement               2480            -0.858        267            1.32      0.981
detailed placement             2480            -0.865        267            1.33      0.987
CTS                            2350            -0.265        273           0.906      0.808
global route                   2380            -0.281        276           0.929      0.865
finish                         2380            -0.257        277           0.916      0.802
area by class of cell:
type	instances	share of cell area
Antenna cell	2	0.00210
Tap cell	70	0.0367
Timing Repair Buffer	173	0.659
Multi-Input combinational cell	32	0.302
repair_timing:
action	in CTS	in global routing
setup endpoints to repair	32	32
setup buffers	1	1
gates resized	261	0
gates cloned	5	1
Power figures rest on the tool's default switching activity, not on a simulated workload.
